File: flow/design.v
module baud_rate_generator(
    input wire clk,         
    input wire reset,       
    input wire [15:0] divisor,  
    output reg baud_tick    
);
    reg [15:0] counter;
    always @(posedge clk or posedge reset) 
begin
        if (reset) 
        begin
            counter <= 16'd0;
            baud_tick <= 1'b0;
        end else if (counter == divisor - 1) 
          begin
            counter <= 16'd0;
            baud_tick <= 1'b1;
        end else 
             begin
            counter <= counter + 1;
            baud_tick <= 1'b0;
        end
    end
endmodule
module uart_receiver(
    input wire clk,
    input wire reset,
    input wire baud_tick,
    input wire rx,            
    output reg [7:0] rx_data,  
    output reg rx_done         
);
    reg [3:0] bit_counter;
    reg [7:0] shift_reg;
    typedef enum logic [1:0] {
        IDLE = 2'b00,
        START = 2'b01,
        DATA = 2'b10,
        STOP = 2'b11
    } state_t;
    state_t state;
    always @(posedge clk or posedge reset) begin
        if (reset) begin
            state <= IDLE;
            rx_data <= 8'd0;
            rx_done <= 1'b0;
            bit_counter <= 4'd0;
            shift_reg <= 8'd0;
        end else begin
            case (state)
                IDLE: begin
                    rx_done <= 1'b0;
                    if (~rx)  
                        state <= START;
                end
                START: begin
                    if (baud_tick) begin
                        if (rx == 1'b0)  
                            state <= DATA;
                        else
                            state <= IDLE;
                    end
                end
                DATA: begin
                    if (baud_tick) begin
                        shift_reg <= {rx, shift_reg[7:1]};
                        bit_counter <= bit_counter + 1;
                        if (bit_counter == 4'd7)
                            state <= STOP;
                    end
                end
                STOP: begin
                    if (baud_tick) begin
                        if (rx == 1'b1) begin  
                            rx_data <= shift_reg;
                            rx_done <= 1'b1;
                        end
                        state <= IDLE;
                    end
                end
            endcase
        end
    end
endmodule
module uart_top(
    input wire clk,
    input wire reset,
    input wire tx_start,
    input wire [7:0] tx_data,
    input wire rx,
    output wire tx,
    output wire [7:0] rx_data,
    output wire tx_busy,
    output wire rx_done
);
    wire baud_tick;
    wire [15:0] divisor = 16'd650;  
    baud_rate_generator brg (
        .clk(clk),
        .reset(reset),
        .divisor(divisor),
        .baud_tick(baud_tick)
    );
    uart_transmitter transmitter (
        .clk(clk),
        .reset(reset),
        .baud_tick(baud_tick),
        .tx_start(tx_start),
        .tx_data(tx_data),
        .tx(tx),
        .tx_busy(tx_busy)
    );
    uart_receiver receiver (
        .clk(clk),
        .reset(reset),
        .baud_tick(baud_tick),
        .rx(rx),
        .rx_data(rx_data),
        .rx_done(rx_done)
    );
endmodule
module uart_transmitter(
    input wire clk,
    input wire reset,
    input wire baud_tick,
    input wire tx_start,
    input wire [7:0] tx_data,
    output reg tx,           
    output reg tx_busy       
);
    reg [3:0] bit_counter;
    reg [9:0] shift_reg;
    typedef enum logic [1:0] {
        IDLE = 2'b00,
        START = 2'b01,
        DATA = 2'b10,
        STOP = 2'b11
    } state_t;
    state_t state;
    always @(posedge clk or posedge reset) begin
        if (reset) begin
            state <= IDLE;
            tx <= 1'b1;
            tx_busy <= 1'b0;
            shift_reg <= 10'd0;
            bit_counter <= 4'd0;
        end else begin
            case (state)
                IDLE: begin
                    tx <= 1'b1;
                    tx_busy <= 1'b0;
                    if (tx_start) begin
                        tx_busy <= 1'b1;
                        shift_reg <= {1'b1, tx_data, 1'b0};  
                        bit_counter <= 4'd0;
                        state <= START;
                    end
                end
                START: begin
                    if (baud_tick) begin
                        tx <= shift_reg[0];
                        shift_reg <= shift_reg >> 1;
                        state <= DATA;
                    end
                end
                DATA: begin
                    if (baud_tick) begin
                        tx <= shift_reg[0];
                        shift_reg <= shift_reg >> 1;
                        bit_counter <= bit_counter + 1;
                        if (bit_counter == 4'd7)
                            state <= STOP;
                    end
                end
                STOP: begin
                    if (baud_tick) begin
                        tx <= 1'b1;
                        state <= IDLE;
                    end
                end
            endcase
        end
    end
endmodule
File: flow/run.sh
#!/bin/bash
# OpenROAD 26Q1-2900-gdf79404cd8, Yosys 0.63+post, stock flow scripts
make -C /OpenROAD-flow-scripts/flow DESIGN_CONFIG=/design/flow/config.mk WORK_HOME=/design/flow/orfs finish
File: flow/config.mk
export PLATFORM = sky130hd
export DESIGN_NAME = uart_top
export DESIGN_NICKNAME = uart_top
export VERILOG_FILES = /design/flow/design.v
export SDC_FILE = /design/flow/constraint.sdc
export NUM_CORES = 4
export LEC_CHECK = 1
export CORE_UTILIZATION = 30
File: flow/constraint.sdc
current_design uart_top

set clk_period 3.2
set clk_io_pct 0.2

create_clock -name clk0 -period $clk_period [get_ports {clk}]

set non_clock_inputs [all_inputs -no_clocks]
set_input_delay [expr $clk_period * $clk_io_pct] -clock clk0 $non_clock_inputs
set_output_delay [expr $clk_period * $clk_io_pct] -clock clk0 [all_outputs]
==> run_results.csv <==
group,metric,value,unit
setup_path,cp_slowest_stage_delay,530,ps
grt,grt_max_degree,36,
sta,rsz0062_at_grt,"no",
synthesis,edf_count,0,
clocking,clk_pin_slew,70,ps
setup_path,setup.worst_path.start_class,"flop",
place,gp_congestion,0.850,
sta,fin_ws,1240,ps
sta,setup_viol,0,
grt,grt-ovfl-total,0,
sta,finalClockSkew,5.94,ps
setup_path,crit_path_end_kind,"output port",
finish,finish.instance_area,3280,um2
place,pre_cts_slack,1110,ps
sta,fmax,0.509,GHz
floorplanning,die_h,97.3,um
power_and_ir_drop,p_switching,325,uW
sta,whs,481,ps
synthesis,async_flop_share,1.00,
synthesis,synth.distinct_cells,37,
place,dp_hpwl,3050,um
synthesis,postSynthSeqShare,0.570,
power_and_ir_drop,switching_share,0.201,
min_path,hold_class,"flop to flop",
setup_path,worstSetupPathType,"flop to output port",
sta,final-max-slew-violation-count,0,
setup_path,critPathRequiredTime,2560,ps
floorplanning,io_pins,23,
power_and_ir_drop,leakage,0.00142,uW
power_and_ir_drop,power.density,492,nW/um2
detailed_routing,drt_iter0_markers,98,
power_and_ir_drop,seqPwrFrac,0.489,
synthesis,netlist_area,2730,um2
grt,antenna_found_initial,0,
floorplanning,die_w,97.3,um
clocking,ctsResizeCount,0,
finish,area_growth,20.3,%
grt,grt_pass1_vias,1849,
finish,drive_gt1_frac,0.157,
detailed_routing,drt_pass1_iterations,4,
synthesis,synth.top_cell.area_share,0.542,
synthesis,common_cells,"dfrtp_1 (59), nand2_1 (23), mux2_2 (17)",
clocking,h-tree-depth,3,
clocking,root_buffer,"clkbuf_8",
floorplanning,core_area,8760,um2
clocking,clk_latency,330,ps
clocking,post_cts.repair.setup_buffers,0,
synthesis,synth.most_common_cell,"dfrtp_1",
synthesis,numSynthFlops,62,
setup_path,crit_arrival,1320,ps
synthesis,topCellsByArea,"dfrtp_1 (54%), mux2_2 (7.0%), xnor2_1 (3.2%)",
power_and_ir_drop,clkPwrFrac,0.485,
place,postPlaceCellArea,3050,um2
clocking,clockBufferDepth,2,
sta,fin_crit,1960,ps
clocking,clock_sinks,62,
finish,largest_reg_flops,16,
sta,tns,0,ps
detailed_routing,routedWlPerCell,12.2,um
grt,grt_pass1_wl,8380,um
sta,fin_crit_sh,0.613,
synthesis,syn-instance-count,237,
run,cap_violations,0,
power_and_ir_drop,power_frac_comb,0.026,
min_path,hold_start,"transmitter.shift_reg[8]",
floorplanning,num_rows,34,
detailed_routing,ant_nets,0,
synthesis,top_area_cell,"dfrtp_1",
synthesis,synth_area_per_cell,11.5,um2
synthesis,flop_cell,"dfrtp_1",
detailed_routing,drt-total-wl,4580,um
clocking,cts_tree,"yes",
finish,stdcell_count,376,
sta,relSlewSlack,0.582,
setup_path,cp_cell_sequence,"clkdlybuf4s50_1",
detailed_routing,diodes,0,
clocking,cts-buffers-inserted,9,
power_and_ir_drop,peakVddDrop,252,uV
synthesis,ys_cells,237,
setup_path,timing.rr.start,"brg.baud_tick",
detailed_routing,drt-vias-per-instance,4.75,
power_and_ir_drop,p_int,1290,uW
setup_path,worst_path_max_delay_cell,"dfstp_2",
setup_path,cp_max_fo,2,
sta,hold_viol,0,
detailed_routing,vias,1785,
detailed_routing,route.detailed.drc,0,
place,portBuffers,22,
setup_path,cp-startpoint,"transmitter.tx",
synthesis,yosys_warnings,3,
setup_path,crit_family,"flip-flops",
setup_path,path_buffers,1,
run_status,status,"complete, no violations",
place,post-place-cells,360,
floorplanning,dieArea,9470,um2
floorplanning,initial_utilization,0.311,
clocking,hold_buffers,0,
synthesis,yosys-stat-area,2730,um2
grt,grt.total_usage,0.109,
run,warnings,26,
sta,worst_pin_slew,626,ps
## cell families (layout without fill, tap and decap cells)
kind of cell / Yosys count / in the layout / share of synthesized area
XOR/XNOR: 17 / 17 / 0.0546
buffers and inverters: 21 / 52 / 0.0376
flip-flops: 62 / 62 / 0.570
adder cells (fa/ha/maj): 4 / 4 / 0.0184
AND/OR/NAND/NOR: 71 / 71 / 0.129
multiplexers: 25 / 25 / 0.0996
AND-OR/OR-AND: 37 / 37 / 0.0909
## metrics by stage
stage / power [uW] / util
finish: 1610 / 0.374
global route: 1680 / 0.374
CTS: 1640 / 0.374
detailed placement: 848 / 0.348
global placement: 848 / 0.348
floorplan: 819 / -
## per-layer routing
layer | vias to the layer above | share of wire | GRT usage
met4 | 0 | 0.011 | 0.0147
met5 | - | 0 | 0
met1 | 862 | 0.49 | 0.158
met2 | 30 | 0.45 | 0.166
met3 | 5 | 0.055 | 0.0366
li1 | 888 | - | -
## cell usage in the layout, fill, tap and decap left out, types with 2 or more instances in the layout
cell	count
mux2_2	17
dfrtp_1	59
bufinv_16	2
mux2i_1	8
clkdlybuf4s50_1	22
nor3_1	5
o32ai_1	2
dfstp_2	3
o22a_1	2
xnor2_1	10
nand3_1	11
a22o_1	5
nand2_1	23
o21ai_0	14
xor2_1	7
o21ai_1	8
clkbuf_8	11
ha_1	4
nor4_1	5
nor2_1	14
inv_1	12
nand4_1	5
## area by class of cell
| cell class | instances | area (um2) |
|---|---|---|
| clock buffers | 11 | 151 |
| clock inverters | 5 | 81.3 |
| fillers | 855 | 5480 |
| inverters | 13 | 48.8 |
| multi-input cells | 154 | 1070 |
| flip-flops and latches | 62 | 1560 |
| well taps | 108 | 135 |
| repair buffers | 23 | 240 |
## worst paths after layout
check | slack, ps | to | depth (start not counted)
worst min-delay path | 480 | transmitter.shift_reg[8] | 2
min in group asynchronous | 710 | transmitter.shift_reg[9] | 2
worst min register to register | 480 | transmitter.shift_reg[8] | 2
worst max-delay path | 1240 | tx | 1
max in group asynchronous | 1900 | brg.counter[14] | 3
worst max register to register | 1460 | receiver.rx_data[0] | 2
## power groups by stage
stage	clock network [uW]	registers (uW)	logic, uW
finish	783	790	41.5
global route	843	790	47.9
CTS	807	790	44.0
No activity file was given, so power comes from the tool's default toggle rates.
